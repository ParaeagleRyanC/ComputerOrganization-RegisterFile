<file path="design.v">
`timescale 1ns / 1ps
module regfile(clk, readReg1, readReg2, writeReg, writeData, write, readData1, readData2);
    input wire logic clk, write;
	input wire logic [4:0] readReg1, readReg2, writeReg;
	input wire logic [31:0] writeData;
	output logic [31:0] readData1, readData2;
	localparam ZERO = 'b0;
	localparam NUM_REGISTERS = 'd32;
    logic [31:0] register[31:0];
    integer index;
    initial
      for (index = ZERO; index < NUM_REGISTERS; index++)
        register[index] = ZERO;
    always_ff@(posedge clk) begin
        readData1 <= register[readReg1];
        readData2 <= register[readReg2];
        if (write && writeReg != ZERO) begin
            register[writeReg] <= writeData;
            if (readReg1 == writeReg)
                readData1 <= writeData;
            if (readReg2 == writeReg)
                readData2 <= writeData;
        end
    end
endmodule
</file>
<file path="run.sh">
#!/bin/bash
# OpenROAD 26Q1-2900-gdf79404cd8, Yosys 0.63+post, stock flow scripts
make -C /OpenROAD-flow-scripts/flow DESIGN_CONFIG=/design/flow/config.mk WORK_HOME=/design/flow/orfs finish
</file>
<file path="config.mk">
export PLATFORM = sky130hd
export DESIGN_NAME = regfile
export DESIGN_NICKNAME = regfile
export VERILOG_FILES = /design/flow/design.v
export SDC_FILE = /design/flow/constraint.sdc
export NUM_CORES = 4
export LEC_CHECK = 1
export CORE_UTILIZATION = 40
</file>
<file path="constraint.sdc">
current_design regfile

set clk_period 13.4
set clk_io_pct 0.2

create_clock -name clk0 -period $clk_period [get_ports {clk}]

set non_clock_inputs [all_inputs -no_clocks]
set_input_delay [expr $clk_period * $clk_io_pct] -clock clk0 $non_clock_inputs
set_output_delay [expr $clk_period * $clk_io_pct] -clock clk0 [all_outputs]
</file>
==> flow_metrics.py <==
# Flow results
metrics = {
    "synthesis": {
        "synth.cellmix.simpleShare": 0.0116,
        "yosys_warnings": 1,
        "seq_area_frac_synth": 0.631,
        "ys_top_logic_family": "multiplexers",
        "yosysUniqueCellTypes": 32,
        "ys_sh_mux": 0.202,
        "syn_area_mm2": 0.0508,
        "postSynthCellCount": 3289,
        "ys_sh_adder": 0,
        "synth-compound-area-share": 0.123,
        "yosysChipArea_mm2": 0.0508,
        "ys_ff": 1088,
        "ys_cells": 3289,
        "xor_share": 0.00172,
        "syn_avg_cell_area_um2": 15.4,
    },
    "pwr": {
        "p_comb_frac": 0.093,
        "intPower_mw": 5.71,
        "total_power_mw": 7.48,
        "power_frac_clock": 0.395,
        "power-per-cell-area_mw_per_mm2": 130,
        "switchingPower_mw": 1.77,
        "swShare": 0.237,
        "pwr-share-seq": 0.512,
        "p_leak_nw": 20.6,
        "vdd_drop_max_uv": 105,
    },
    "floorplan": {
        "fp.dieW_um": 358,
        "dieArea_mm2": 0.128,
        "io_pins": 113,
        "fp_util": 0.404,
        "row_count": 130,
        "design.core.area_mm2": 0.126,
        "die_y_um": 358,
    },
    "place": {
        "place_congestion": 0.849,
        "dpl_worst_slack_ns": 6.37,
        "dpl_cell_area_mm2": 0.0539,
        "numPortBuffers": 112,
        "hpwl_mm": 83.8,
    },
    "worst_setup_path": {
        "crit_start": "readReg2[1]",
        "worst-path-max-fanout": 72,
        "cp.arrival_ns": 6.93,
        "crit_end": "readData2[2]$_DFF_P_",
        "slowest_stage": "buf_4",
        "crit_path_frequent_cell": "buf_4",
        "cp_num_buf_inv": 5,
        "worstPathCellList": "buf_8 -> buf_4 -> buf_4 -> buf_4 -> buf_4 -> mux2i_1 -> a221oi_1 -> o22ai_1 -> o41ai_2",
        "cp.depth": 9,
        "r2r_end": "readData2[16]$_DFF_P_",
        "cpLargestDelayFamily": "buffers and inverters",
        "critPathKind": "primary input to flip-flop",
        "start_kind": "primary input",
        "crit-reg2reg-launch": "register[27][16]$_DFFE_PP_",
        "worstSetupEndpointType": "flip-flop",
        "r2r_cells": 5,
        "rrSetupSlack_ns": 11.24,
        "cp_slowest_stage_delay_ns": 0.77,
        "required_ns": 14.03,
    },
    "routing": {
        "wl_mm": 157,
        "drc": 0,
        "ant_nets": 0,
        "first_pass_iters": 5,
        "drt_iter0_drc": 2048,
        "vias_per_cell": 6.04,
        "routedWlPerCell_um": 30.4,
        "vias": 31204,
    },
    "clock_network": {
        "ctsHoldBuffers": 0,
        "cts_tree": "yes",
        "cts.sinks": 1088,
        "insertion_delay_ns": 0.74,
        "cts_buffers": 113,
        "clkTransAtPathRegs_ns": 0.06,
        "cts_max_level": 3,
        "postCtsSetupBuffers": 0,
        "cts-root-buf": "clkbuf_16",
        "cts_buffer_depth": 3,
        "cts_resized": 0,
    },
    "status": {
        "outcome": "completed",
    },
    "final_timing": {
        "setup_viol": 0,
        "period_used_share": 0.470,
        "setup_ws_ns": 7.10,
        "rsz0062_at_grt": "no",
        "final-hold-violation-count": 0,
        "worst_slew_pin_slew_ns": 0.932,
        "maxSlewViolCount": 0,
        "relSlewSlack": 0.377,
        "fin_skew_ns": 0.0358,
        "hold_slack_ns": 0.857,
        "fmax_ghz": 0.159,
        "tns_ns": 0,
        "layout_min_cycle_time_ns": 6.30,
    },
    "final_layout": {
        "drive_above_1_share": 0.118,
        "synthToLayoutAreaGrowth_pct": 13.0,
        "design_area_mm2": 0.0574,
        "final_cell_mix": "1024 x mux2i_1, 1024 x edfxtp_1, 256 x a22oi_1",
        "nFillCells": 10675,
    },
    "run": {
        "tool_warnings": 26,
        "cap_violations": 0,
    },
    "worst_hold_path": {
        "hold_class": "flip-flop to flip-flop",
    },
    "global_route": {
        "grt_pass1_vias": 32234,
        "antenna_found_initial": 5,
        "grt_pass1_wl_mm": 223,
        "track_usage": 0.262,
        "grt_overflow": 0,
        "grt_max_degree": 82,
    },
}
worst min-delay path by stage:
| stage | from | endpoint | slack [ns] | cells past startpoint |
|---|---|---|---|---|
| CTS | register[2][0]$_DFFE_PP_ | readData1[0]$_DFF_P_ | 0.86 | 4 |
| global route | register[2][3]$_DFFE_PP_ | readData2[3]$_DFF_P_ | 0.93 | 4 |
| finish | register[0][0]$_DFFE_PP_ | readData1[0]$_DFF_P_ | 0.86 | 4 |
final cells by class:
| type | count | area [µm²] | share of cell area |
|---|---|---|---|
| well taps | 1650 | 2060 | 0.0360 |
| repair buffers | 246 | 2220 | 0.0388 |
| diodes | 1 | 2.50 | 0.0000436 |
| clock inverters | 60 | 388 | 0.00676 |
| clock buffers | 155 | 3080 | 0.0536 |
| multi-input cells | 1962 | 17600 | 0.307 |
| flip-flops and latches | 1088 | 32000 | 0.558 |
power by group through the flow:
stage	Sequential, mW	Clock [mW]	Combinational (mW)
5_1_grt	3.84	3.14	0.738
4_1_cts	3.83	3.01	0.691
6_report	3.83	2.96	0.696
worst reg2reg max path: stages (launching register included):
cell and delay [ns]:
edfxtp_1 0.36, mux2i_1 0.08, a22o_1 0.28, a221oi_1 0.24, o22ai_1 0.17, o41ai_2 0.83
through the flow:
| step | utilization | instances |
|---|---|---|
| 2_1_floorplan | - | 3320 |
| 3_3_place_gp | 0.429 | 4946 |
| 3_5_place_dp | 0.429 | 4946 |
| 4_1_cts | 0.456 | 5161 |
| 5_1_grt | 0.457 | 5162 |
| 6_report | 0.457 | 5162 |
state kept, by name, summed over array words and instances (netlist names):
signal / flops
readData1: 32
readData2: 32
register: 1024
cells in the mapped netlist:
cell / instances / area, µm²
dfxtp_1: 64 / 1280
nor2b_1: 4 / 25.0
buf_2: 41 / 205
o22ai_1: 64 / 400
a221oi_1: 128 / 1120
clkbuf_4: 12 / 90.1
buf_8: 2 / 30.0
or3_4: 1 / 11.3
or3_1: 1 / 6.26
a22oi_1: 256 / 1920
a21oi_1: 128 / 641
nor2_1: 33 / 124
mux2i_1: 1024 / 10200
nor4_4: 2 / 42.5
nand3_1: 4 / 20.0
edfxtp_1: 1024 / 30700
nand2b_1: 4 / 25.0
conb_1: 1 / 3.75
o31ai_4: 1 / 21.3
clkbuf_1: 127 / 477
xor2_1: 4 / 35.0
buf_1: 11 / 41.3
and2_1: 2 / 12.5
buf_4: 40 / 300
nand3b_1: 5 / 37.5
a22o_1: 128 / 1120
buf_6: 37 / 417
or3b_2: 3 / 26.3
xnor2_1: 6 / 52.6
nand2_1: 66 / 248
or2_2: 2 / 12.5
o41ai_2: 64 / 1040
per-layer routing:
metal,wire (µm),global-route usage,up-vias
met2,70300,0.376,1734
met1,56800,0.336,15505
li1,-,-,13686
met5,478,0.0256,-
met3,24200,0.174,265
met4,4970,0.0667,14
logic make-up (layout without fill, tap and decap cells):
group | count (synthesis) | in the layout
other | 1 | 33
flip-flops | 1088 | 1088
AND/OR/NAND/NOR | 127 | 127
AND-OR/OR-AND | 769 | 769
buffers and inverters | 270 | 461
XOR/XNOR | 10 | 10
multiplexers | 1024 | 1024
No activity file was given, so power comes from the tool's default toggle rates.
